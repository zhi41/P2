==> design.v <==
module fade #(
    parameter INC_DEC_INTERVAL = 10000,    
    parameter INC_DEC_MAX = 200,          
    parameter PWM_INTERVAL = 600,     
    parameter INC_DEC_VAL = PWM_INTERVAL / INC_DEC_MAX,
    parameter INITIAL_PWM = 1200
)(
    input  logic clk, 
    output logic [$clog2(PWM_INTERVAL) - 1:0] pwm_value
);
    localparam PWM_INC = 1'b0;
    localparam PWM_DEC = 1'b1;
    logic current_state = PWM_INC;
    logic next_state;
    logic [$clog2(INC_DEC_INTERVAL) - 1:0] count = 0;
    logic [$clog2(INC_DEC_MAX) - 1:0] inc_dec_count = 0;
    logic time_to_inc_dec = 1'b0;
    logic time_to_transition = 1'b0;
    initial begin
        pwm_value = INITIAL_PWM;
    end
    always_ff @(posedge clk) begin
        current_state <= next_state;
    end
    always_comb begin
        case (current_state)
            PWM_INC: next_state = (pwm_value >= PWM_INTERVAL - INC_DEC_VAL) ? PWM_DEC : PWM_INC;
            PWM_DEC: next_state = (pwm_value <= 0) ? PWM_INC : PWM_DEC;
            default: next_state = PWM_INC;
        endcase
    end
    always_ff @(posedge clk) begin
        if (count == INC_DEC_INTERVAL - 1) begin
            count <= 0;
            time_to_inc_dec <= 1'b1;
        end else begin
            count <= count + 1;
            time_to_inc_dec <= 1'b0;
        end
    end
    always_ff @(posedge clk) begin
        if (time_to_inc_dec) begin
            case (current_state)
                PWM_INC: pwm_value <= (pwm_value + INC_DEC_VAL >= PWM_INTERVAL) ? PWM_INTERVAL : pwm_value + INC_DEC_VAL;
                PWM_DEC: pwm_value <= (pwm_value <= INC_DEC_VAL) ? 0 : pwm_value - INC_DEC_VAL;
            endcase
        end
    end
    always_ff @(posedge clk) begin
        if (time_to_inc_dec) begin
            if (inc_dec_count == INC_DEC_MAX - 1) begin
                inc_dec_count <= 0;
                time_to_transition <= 1'b1;
            end else begin
                inc_dec_count <= inc_dec_count + 1;
                time_to_transition <= 1'b0;
            end
        end
    end
endmodule
module pwm #(
    parameter PWM_INTERVAL = 12000
)(
    input logic clk, 
    input logic [$clog2(PWM_INTERVAL) - 1:0] pwm_value, 
    output logic pwm_out
);
    logic [$clog2(PWM_INTERVAL) - 1:0] pwm_count = 0;
    always_ff @(posedge clk) begin
        if (pwm_count == PWM_INTERVAL - 1)
            pwm_count <= 0;
        else
            pwm_count <= pwm_count + 1;
    end
    assign pwm_out = (pwm_count < pwm_value) ? 1'b1 : 1'b0;
endmodule
module top #(   
    parameter PWM_INTERVAL = 600  
)(
    input  logic clk, 
    output logic RGB_R,
    output logic RGB_G,
    output logic RGB_B
);
    logic [$clog2(PWM_INTERVAL) - 1:0] red_value;
    logic [$clog2(PWM_INTERVAL) - 1:0] green_value;
    logic [$clog2(PWM_INTERVAL) - 1:0] blue_value;
    logic red_pwm;
    logic green_pwm;
    logic blue_pwm;
    fade #(
        .PWM_INTERVAL   (PWM_INTERVAL),
        .INITIAL_PWM    (600)
    ) fade_red (
        .clk            (clk), 
        .pwm_value      (red_value)
    );
    fade #(
        .PWM_INTERVAL   (PWM_INTERVAL),
        .INITIAL_PWM    (600 / 3)
    ) fade_green (
        .clk            (clk), 
        .pwm_value      (green_value)
    );
    fade #(
        .PWM_INTERVAL   (PWM_INTERVAL),
        .INITIAL_PWM    (600  / 6)
    ) fade_blue (
        .clk            (clk), 
        .pwm_value      (blue_value)
    );
    pwm #(
        .PWM_INTERVAL (PWM_INTERVAL)
    ) pwm_red (
        .clk        (clk), 
        .pwm_value  (red_value), 
        .pwm_out    (red_pwm)
    );
    pwm #(
        .PWM_INTERVAL (PWM_INTERVAL)
    ) pwm_green (
        .clk        (clk), 
        .pwm_value  (green_value), 
        .pwm_out    (green_pwm)
    );
    pwm #(
        .PWM_INTERVAL (PWM_INTERVAL)
    ) pwm_blue (
        .clk        (clk), 
        .pwm_value  (blue_value), 
        .pwm_out    (blue_pwm)
    );
    assign RGB_R = ~red_pwm;
    assign RGB_G = ~green_pwm;
    assign RGB_B = ~blue_pwm;
endmodule
==> run.sh <==
#!/bin/bash
# OpenROAD 26Q1-2900-gdf79404cd8, Yosys 0.63+post, stock flow scripts
make -C /OpenROAD-flow-scripts/flow DESIGN_CONFIG=/design/flow/config.mk WORK_HOME=/design/flow/orfs finish
==> config.mk <==
export PLATFORM = sky130hd
export DESIGN_NAME = top
export DESIGN_NICKNAME = top
export VERILOG_FILES = /design/flow/design.v
export SDC_FILE = /design/flow/constraint.sdc
export NUM_CORES = 4
export LEC_CHECK = 1
export CORE_UTILIZATION = 50
==> constraint.sdc <==
current_design top

set clk_period 4.4
set clk_io_pct 0.2

create_clock -name clk0 -period $clk_period [get_ports {clk}]

set non_clock_inputs [all_inputs -no_clocks]
set_input_delay [expr $clk_period * $clk_io_pct] -clock clk0 $non_clock_inputs
set_output_delay [expr $clk_period * $clk_io_pct] -clock clk0 [all_outputs]
==> impl_metrics.tcl <==
# collected from the flow reports
set metrics [dict create \
    cts-root-buf "clkbuf_16" \
    synth_warnings 4 \
    cap_violations 0 \
    cp_cell_sequence "inv_1 -> ha_1 -> a21o_1 -> a21oi_1 -> o211ai_1 -> a21oi_1 -> o21ai_0 -> clkdlybuf4s50_1" \
    cts_max_level 3 \
    worstMarginPinSlew_ns 0.9134 \
    tool_warnings 34 \
    overflow 0 \
    fin_crit_ns 3.389 \
    fp-row-count 41 \
    avgRoutedWirePerCell_um 14.28 \
    hpwl_um 9168 \
    crit_required_ns 3.52 \
    timing.final.hold_violations 0 \
    antenna_cells 0 \
    skew_ns 0.005870 \
    core_area_um2 12670 \
    path_buffers 2 \
    crit_top_cell "a21oi_1" \
    crit_slowest_cell "edfxtp_1" \
    ys_seq_share 0.3776 \
    synthArstFlopShare 0 \
    slowest_delay_ns 0.58 \
    gp_congestion 0.9448 \
    fin_tns_setup_ns 0 \
    final_area_um2 6929 \
    cts_tree "built" \
    drtAntennaViolNets 0 \
    critPathKind "reg2out" \
    synth-edff-count 30 \
    vias 5117 \
    clock_latency_ns 0.35 \
    cp-start-kind "flip-flop" \
    avgSynthCellArea_um2 8.765 \
    stdcell_count 901 \
    numSynthFlops 108 \
    cts_setup_buffers 0 \
    io_pins 4 \
    grt_pass1_wl_um 21960 \
    rsz0062_at_grt "false" \
    mostFrequentLayoutCell "nor2_1" \
    cts.sinks 108 \
    nFillCells 1122 \
    max_clock_freq_mhz 295.1 \
    cts_resized 0 \
    yosysCellCount 744 \
    arrival_ns 2.51 \
    fp.dieH_um 116.2 \
    min_period_over_period 0.7703 \
    powerDensity_nw_per_um2 267.9 \
    numCtsBuffers 9 \
    cts_hold_buffers 0 \
    post_dp_cell_area_um2 6623 \
    place_inst 886 \
    drc 0 \
    dieWidth_um 116.2 \
    cp_max_fo 13 \
    synth-main-ff-cell "dfxtp_1" \
    io_buffer_count 3 \
    vdd_ir_drop_max_uv 261.3 \
    drt_iter0_drc 314 \
    area_growth_pct 6.255 \
    drtPass1Iterations 4 \
    yosysChipArea_um2 6521 \
    synthCells 744 \
    lay_top_cells "nor2_1 (92), dfxtp_1 (78), nand2_1 (51)" \
    synth_area_um2 6521 \
    setup_viol 0 \
    ys_types 75 \
    grt_pass1_vias 4583 \
    grt_usage 0.2098 \
    fp_util 0.5147 \
    min_path_type "reg2reg" \
    drive_above_1_share 0.04252 \
    drv_slew 0 \
    leakagePower_nw 2.718 \
    clk_pin_slew_ns 0.07 \
    grt_max_degree 24 \
    slew_headroom 0.3855 \
    via_per_inst 5.679 \
    crit_family "AND-OR/OR-AND gates" \
    drt-total-wl_um 12860 \
    status "complete, no violations" \
    clk_path_buf_depth 2 \
    crit_path_end_kind "output port" \
    chip_area_um2 13500 \
    grt_antenna_before_repair 0 \
]
## through the flow
| stage | util | hold slack (ns) | power (mW) | worst slack (ns) |
|---|---|---|---|---|
| 2_1_floorplan | - | 0.4132 | 1.037 | 1.893 |
| 3_3_place_gp | 0.5227 | 0.4246 | 1.037 | 1.422 |
| 3_5_place_dp | 0.5227 | 0.4350 | 1.037 | 1.401 |
| 4_1_cts | 0.5469 | 0.4527 | 1.890 | 0.9982 |
| 5_1_grt | 0.5469 | 0.4714 | 1.925 | 0.7879 |
| 6_report | 0.5469 | 0.4486 | 1.856 | 1.011 |
## cell families (layout without fill, tap and decap cells)
| logic type | after synthesis | after routing | synth area share |
|---|---|---|---|
| buffers and inverters | 73 | 58 | 0.04566 |
| and+or+nand+nor | 298 | 298 | 0.2304 |
| adders and majority gates | 45 | 45 | 0.08634 |
| AOI/OAI and AO/OA | 150 | 150 | 0.1623 |
| muxes | 7 | 7 | 0.01305 |
| xor gates and xnor gates | 63 | 63 | 0.08461 |
| DFF | 108 | 108 | 0.3776 |
## path summary, 6_finish.rpt
check,start,endpoint,slack (ns),cells after the start
setup / recovery,fade_blue.pwm_value[5],RGB_B,1.01,8
hold / removal,fade_blue.count[0],fade_blue.count[0],0.45,1
setup reg to reg,fade_blue.pwm_value[0],fade_blue.pwm_value[8],1.36,8
hold reg to reg,fade_blue.count[0],fade_blue.count[0],0.45,1
## cells in the mapped netlist (all sizes together), types with 12 or more instances
master  instances  area [µm²]
and3           12       75.07
xor2           40       350.3
inv            37       138.9
dfxtp          78        1562
o21ai          22       110.1
a21oi          37       185.2
nor3           24       130.1
nor2           92       345.3
nand3          48       240.2
buf            12       67.56
edfxtp         30       900.9
xnor2          23       201.4
nand4          20       125.1
ha             45       563.0
clkbuf         22       83.83
nand2          52       202.7
## per-layer routing
layer	global-route usage	routed length, µm	up-vias
met5	0	0	-
met1	0.3278	6325	2314
met4	0.03590	179	0
li1	-	-	2670
met3	0.04334	617	17
met2	0.3159	5742	116
## power breakdown
part	switching (mW)	internal [mW]
sequential	0	1.01
clock	0.390	0.452
combinational	0	0
## area by class of cell
| class | instances | area [µm²] | share of cell area |
|---|---|---|---|
| inverters | 39 | 146.4 | 0.02113 |
| repair buffers | 4 | 37.54 | 0.005417 |
| flip-flops and latches | 108 | 2462 | 0.3554 |
| clock buffers | 9 | 225.2 | 0.03250 |
| multi-input cells | 563 | 3761 | 0.5428 |
| well taps | 172 | 215.2 | 0.03106 |
| clock inverters | 6 | 81.33 | 0.01174 |
## registers in the layout, indices dropped and copies added (netlist names), 10 cells and up
register,cells
fade_blue.count,14
fade_blue.pwm_value,10
fade_green.count,14
fade_green.pwm_value,10
fade_red.count,14
fade_red.pwm_value,10
pwm_blue.pwm_count,10
pwm_green.pwm_count,10
pwm_red.pwm_count,10
Power and IR drop assume default switching activity.
